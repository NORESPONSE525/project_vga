==> ./design.v <==
`timescale 1ns / 1ps
module clkdiv(
	input clk,
	input rst,
	output reg[31:0]clkdiv
    );
	always@(posedge clk or posedge rst) begin
		if(rst) clkdiv <= 0;
		else clkdiv <= clkdiv + 1'b1;
	end
endmodule
==> ./run.sh <==
#!/bin/bash
# OpenROAD 26Q1-2900-gdf79404cd8, Yosys 0.63+post, stock flow scripts
make -C /OpenROAD-flow-scripts/flow DESIGN_CONFIG=/design/flow/config.mk WORK_HOME=/design/flow/orfs finish
==> ./config.mk <==
export PLATFORM = sky130hd
export DESIGN_NAME = clkdiv
export DESIGN_NICKNAME = clkdiv
export VERILOG_FILES = /design/flow/design.v
export SDC_FILE = /design/flow/constraint.sdc
export NUM_CORES = 4
export LEC_CHECK = 1
export CORE_UTILIZATION = 30
==> ./constraint.sdc <==
current_design clkdiv

set clk_period 5.5
set clk_io_pct 0.2

create_clock -name clk0 -period $clk_period [get_ports {clk}]

set non_clock_inputs [all_inputs -no_clocks]
set_input_delay [expr $clk_period * $clk_io_pct] -clock clk0 $non_clock_inputs
set_output_delay [expr $clk_period * $clk_io_pct] -clock clk0 [all_outputs]
==> reports/qor.rpt <==
TIMING
---------------------------------------------------------------------------------------
Relative slew slack                                                              0.6524
Total negative slack for setup checks                                              0 ps
Setup repair after global routing missed its margin                                  no
Final Hold Viols                                                                      0
Worst-case setup margin in the final layout                                     3140 ps
Slew Viols, Final                                                                     0
Min cycle time layout                                                           2360 ps
Transition at the pin with the smallest max-transition slack                   519.9 ps
Final critical-path share of the clock period                                    0.4291
Final number of setup-violating endpoints                                             0
Worst clock skew                                                               2.354 ps
Timing-limited maximum frequency                                              423.7 MHz

DRT
---------------------------------------------------------------------------------------
Final routed wirelength across all metal layers                                 3013 um
Pre-Repair DR Iteration Count                                                         4
Tally of nets with antenna violations remaining after routing                         0
Avg WL per Cell                                                                12.88 um
DRC errors left                                                                       0
Number of vias after detailed routing                                              1092
Routed via count divided by cell count                                            4.667
ANT cells                                                                             0
Number of violations reported at the end of detailed-routing iteration 0             30

LOGIC SYNTHESIS
---------------------------------------------------------------------------------------
Adder-cell share of the synthesized area                                       0.008403
Mean Syn Cell Area                                                            11.54 um2
Share of synthesized cell area in and-or and or-and compound cells                    0
Total of flip-flops plus latches after synthesis                                     32
Number of cells in the yosys synthesis report                                       129
Commonest flop                                                                  dfrtp_1
Number of warnings printed during yosys synthesis                                     1
Share of async-settable or async-resettable flops after synthesis                 1.000
Yosys stat chip area                                                           1489 um2
Mux frac, synth                                                                       0
Number of synthesized flops with an enable pin                                        0
Synth Instances                                                                     129
Top-area cell type share of the netlist area                                     0.5378
Post-synthesis simple-gate area fraction                                         0.2496
Post-synth top area cell                                                        dfrtp_1
Post-synthesis xor/xnor area fraction                                            0.1765
Number of distinct library cells after synthesis                                     21
Main area contributors                                                     dfrtp_1 54%, xor2_1 11%, xnor2_1 6.5%
Seq share, synth                                                                 0.5378
Dominant cell by count in the synthesized netlist                               dfrtp_1
Netlist area before placement                                                  1489 um2
Largest family of logic cells by area                                      simple AND/OR/NAND/NOR gates
Commonest cells post-synth                                                 32 x dfrtp_1, 19 x xor2_1, 11 x xnor2_1, 10 x nand3_1, 9 x nand2_1

POWER AND IR DROP
---------------------------------------------------------------------------------------
Internal Pwr Total                                                             338.4 uW
Maximum ir drop on the vdd rail                                                143.9 uV
Net switching power                                                            83.15 uW
Share of total power consumed by net switching                                   0.1972
Power per cell area                                                        213.1 nW/um2
Lkg Pwr                                                                    0.0008810 uW
Sequential share of power                                                         0.558
Portion of total power attributed to combinational logic                          0.013
Clk pwr share                                                                     0.428

FLOORPLAN
---------------------------------------------------------------------------------------
Core Area                                                                      4755 um2
Die Span X                                                                     72.45 um
Die Outline Area                                                               5249 um2
Floorplan core density                                                           0.3132
Io pins                                                                              34
Die y size                                                                     72.45 um
Site row count                                                                       25

CTS
---------------------------------------------------------------------------------------
Insertion delay of the later-clocked pin in the worst-skew pair                  280 ps
Root cell of the clock tree                                                    clkbuf_8
Clock-pin slew on the worst setup and hold paths                                  60 ps
Clock Path Buffers                                                                    2
Clock buffers created by TritonCTS                                                    5
Number of instances resized during post-cts repair                                    0
Maximum level of the CTS H-tree                                                       2
Post-CTS Hold Fix Bufs                                                                0
TritonCTS clock tree                                                                yes
Number of setup buffers added after CTS                                               0
Sinks on Clock Net                                                                   32

GLOBAL ROUTING
---------------------------------------------------------------------------------------
Wire length of the first global-routing pass                                    5078 um
Final global-route overflow total                                                     0
Maximum number of pins on one net before global-route repair                         33
Total routing resource utilization after global routing                          0.1272
Number of global-route vias before repair                                          1090
Initial antenna violation count                                                       0

WORST SETUP PATH
---------------------------------------------------------------------------------------
Endpoint type of the worst setup path                                       output port
Endpoint required time on the critical path                                     4400 ps
Logic depth of the worst setup path including buffers                                 1
Startpoint of the worst register-to-register path                             clkdiv[0]
Endpoint of the most critical register-to-register path                      clkdiv[20]
R2R setup slack                                                                 3720 ps
Number of buffers and inverters on the critical path                                  1
Crit path launch type                                                         flip-flop
Arrival time at the worst endpoint                                              1260 ps
Slowest stage cell, crit path                                              clkdlybuf4s50_1
Peak per-stage delay on the critical path                                        510 ps
Worst r2r path cells                                                                  5
Largest delay contributor family on the critical path                      buffers and inverters
Launch point of the worst path                                               clkdiv[21]
Worst setup path end                                                         clkdiv[21]
Worst path cell trace                                                      clkdlybuf4s50_1
CP Class                                                                     reg -> out
Worst-path fanout max                                                                 5

CELLS AND AREA
---------------------------------------------------------------------------------------
Core Util, Final                                                                 0.4161
Register with the most flip-flops                                                clkdiv
Fraction of final layout cells sized beyond drive strength 1                    0.08982
Regs by FF count                                                             clkdiv x32
Max reg flops                                                                        32
P&R area growth vs syn                                                           32.86%

FLOW RUN
---------------------------------------------------------------------------------------
Number of violations of the max-capacitance limit                                     0
Tally of OpenROAD warnings                                                           25

PLACEMENT
---------------------------------------------------------------------------------------
Final weighted congestion of routability-driven global placement                 0.7727
Number of I/O port buffers                                                           33
Post-placement worst setup slack                                                3441 ps
Detailed-placement wirelength estimate                                          2088 um

WORST HOLD PATH
---------------------------------------------------------------------------------------
Worst min-delay path category                                                reg -> reg

OUTCOME
---------------------------------------------------------------------------------------
Result of the run                                                             completed

## worst min-delay path by stage
| stage | from | to | slack [ps] | cells past startpoint |
|---|---|---|---|---|
| CTS | clkdiv[31] | clkdiv[31] | 490 | 1 |
| global route | clkdiv[31] | clkdiv[31] | 510 | 1 |
| finish | clkdiv[31] | clkdiv[31] | 480 | 1 |
## layer usage
layer | vias up | track usage | part of all wire
met1 | 530 | 0.1911 | 0.47
li1 | 522 | - | -
met5 | - | 0 | 0
met2 | 36 | 0.1880 | 0.45
met4 | 0 | 0.01743 | 0.011
met3 | 4 | 0.04507 | 0.070
## layout make-up
cell class	instances	area, um2
multi-input combinational	88	646.9
fill	458	2776
timing repair buffer	34	337.8
inverter	5	18.77
clock buffer	8	90.09
tap	67	83.83
sequential	32	800.8
## power by group through the flow
| stage | Clock [uW] | Sequential [uW] | Combinational (uW) |
|---|---|---|---|
| 4_1_cts | 185 | 235 | 6.02 |
| 5_1_grt | 203 | 235 | 7.04 |
| 6_report | 181 | 235 | 5.61 |
## cell families after synthesis
| kind of cell | after synthesis |
|---|---|
| simple gates | 57 |
| flops | 32 |
| xor+xnor | 30 |
| buf+inv | 9 |
| fa+ha+maj | 1 |
## through the flow
stage	total power, uW	instance area, um2	instances	hold slack, ps
floorplan	243.2	1489	129	420.4
global placement	245.6	1888	226	465.6
detailed placement	245.7	1888	226	471.7
CTS	426.2	1978	234	486.6
global route	444.9	1978	234	514.0
finish	421.6	1978	234	481.0
## placed cells by master, fill, tap and decap left out
master	n
nand4_1	4
nor2b_1	1
nor4_1	6
dfrtp_1	32
nand2_2	1
nand3_1	10
clkdlybuf4s50_1	33
clkbuf_1	2
ha_1	1
nor4_2	4
and4_1	5
and3_1	5
buf_4	1
nor3b_1	1
nand3_4	2
nand2_1	9
clkbuf_8	6
nor3_1	4
xnor2_1	11
nor2_1	4
inv_1	5
xor2_1	19
nand3_2	1
No activity file was given, so power comes from the tool's default toggle rates.
